[flow/run.sh]
#!/bin/bash
# OpenROAD 26Q1-2900-gdf79404cd8, Yosys 0.63+post, stock flow scripts
make -C /OpenROAD-flow-scripts/flow DESIGN_CONFIG=/design/flow/config.mk WORK_HOME=/design/flow/orfs finish
[flow/config.mk]
export PLATFORM = sky130hd
export DESIGN_NAME = key_debounce
export DESIGN_NICKNAME = key_debounce
export VERILOG_FILES = /design/flow/design.v
export SDC_FILE = /design/flow/constraint.sdc
export NUM_CORES = 4
export LEC_CHECK = 1
export CORE_AREA = 10 10 87 87
export DIE_AREA = 0 0 97 97
[flow/constraint.sdc]
current_design key_debounce

set clk_period 3.2
set clk_io_pct 0.2

create_clock -name clk0 -period $clk_period [get_ports {sclk}]

set non_clock_inputs [all_inputs -no_clocks]
set_input_delay [expr $clk_period * $clk_io_pct] -clock clk0 $non_clock_inputs
set_output_delay [expr $clk_period * $clk_io_pct] -clock clk0 [all_outputs]
[flow/design.v]
module key_debounce(
	input wire sclk,
	input wire rst_n,
	input wire key,
	output wire [3:0] led
	);
	reg [3:0] shiftled='b0001;
	reg cnt_flag;		 
	reg [17:0] cnt;		 
	reg po_key_flag;	 
	always @(posedge sclk or negedge rst_n) begin
		if (rst_n==0)
		cnt<=18'b0;
		else if (key==0) begin
			cnt<=cnt+1'b1;	 
		end
		else 
		cnt<=18'b0;			 
	end
	always @(posedge sclk or negedge rst_n) begin
		if (rst_n==0) 
			cnt_flag<=1'b0;
			else if(cnt=='d24_9999) begin  
				cnt_flag<=1'b1;			
			end
			else if(key==1'b1)			 
			cnt_flag<=0;
	end
	always @(posedge sclk or negedge rst_n) begin
	if (rst_n==0)
	po_key_flag<=1'b0;
	else if (cnt=='d24_9999 && cnt_flag==1'b0)
	po_key_flag<=1'b1;
	else 
	po_key_flag<=1'b0;
	end
	always @(posedge sclk or negedge rst_n) begin
	if (rst_n==0)
	shiftled<='b0001;
	else if (po_key_flag==1)
	shiftled<={shiftled[2:0],shiftled[3]};
	end
	assign led = shiftled;
endmodule
==> Slide: Implementation Results <==
Physical Implementation Snapshot

Place
  • Final HPWL DP: 1320 um
  • Port Buf Inserts: 6
  • Dpl ws: 1120 ps
  • Gp weighted congestion: 0.818

CTS
  • CTS Hold Buffers Added: 0
  • # Post-CTS Setup Buffers: 0
  • # resized after CTS: 0
  • Clock Pin Slew Worst Setup and Hold Paths: 70 ps
  • Insertion Delay late pin: 260 ps
  • Total CTS buffers: 3
  • Clk sinks: 24
  • CTS tree: built
  • Clk root buf: clkbuf_8
  • Max H-tree Level: 1
  • Clk buf depth: 2

Global routing
  • First-pass GRT wire length: 3420 um
  • Total GRT Usage: 4.05%
  • GRT overflow: 0
  • Vias in the first global route: 744
  • Initial antenna violation count: 0
  • Largest net degree at the start of global routing: 25

Routing
  • DR DRC count: 0
  • WL/cell: 10.3 um
  • Diode count: 0
  • Via count: 766
  • Routed vias/inst: 4.16
  • DRT iter0 DRCs: 39
  • Routed Antenna Nets: 0
  • DRT Pass-1 Iters: 4
  • Final wirelength: 1890 um

Synthesis
  • Yosys reg bits: 24
  • Synthesized area: 1120 um2
  • Yosys Warn Count: 1
  • Largest cells by area: dfrtp_1 51%, mux2_2 5.0%, nor2_1 5.0%
  • Yosys cell count: 103
  • Yosys chip area: 1120 um2
  • Synth Area per Inst: 10.9 um2
  • Synth top area share: 51.5%
  • Synth Seq Share: 53.8%
  • Cell Type Count: 28
  • Post-Synthesis Cells: 103
  • Cell taking the most area after synthesis: dfrtp_1

Final layout
  • Layout cells sized above 1: 13.4%
  • Layout area overhead: 17.4%

Power and ir drop
  • Peak VDD IR: 0.128 mV
  • Lkg Pwr: 0.506 nW
  • PwrDens: 387 nW/um2
  • Overall power: 0.508 mW

Final timing
  • Final worst-path cycle share: 59.5%
  • Clock Skew: 7.93 ps
  • Slew headroom: 53.3%
  • Minimum clock period: 1900 ps
  • Fin. max-slew vios: 0
  • Fmax: 525 MHz
  • RSZ-0062 raised after global routing: no
  • Final setup vio count: 0
  • Setup TNS: 0 ps
  • Final worst setup slack: 1300 ps
  • Hold Fails Final Rpt: 0
  • Worst-Margin Slew: 699 ps

Setup path
  • Setup CP Type: reg2out
  • Crit-path leading delay family: flip-flops
  • Worst reg2reg path depth: 5
  • Crit path largest cell delay: 550 ps
  • Worst path required time: 2560 ps
  • Worst r2r dst: cnt[16]
  • Worst path buffer plus inverter count: 1
  • Worst Path Arrival: 1260 ps
  • Critical path, cell by cell: clkdlybuf4s50_1
  • Critical path depth: 1
  • Worst setup EP type: primary output
  • Max FO, Critical Path: 3
  • Crit path max-delay cell type: dfstp_2
  • RR Startpoint: cnt[0]
  • Reg-to-reg setup timing slack: 1370 ps
  • Startpoint type of the worst setup path: register

Job
  • Log Warnings: 25
  • Maxcap violations: 0

Die
  • DIE AREA: 9410 um2
  • Chip Width: 97 um
  • Core Area: 5640 um2
  • IO Pins: 7
  • Cell row count: 27
  • FP Core Util: 19.8%
  • Die y size: 97 um

Status
  • Status: finished, final reports clean

Hold path
  • Worst Hold Endpoint: po_key_flag
  • Hold path start: cnt_flag
  • Cell count of the worst hold path: 1
  • Worst hold path class: reg2reg
==> power by group <==
| group | internal [mW] | switching (mW) | total (mW) | leakage (nW) |
|---|---|---|---|---|
| Clock | 0.0888 | 0.0913 | 0.180 | 0.0228 |
| Sequential | 0.306 | 0.00370 | 0.310 | 0.329 |
| Combinational | 0.00610 | 0.0118 | 0.0179 | 0.154 |
==> cells in the mapped netlist <==
cell type and n:
clkbuf_1 2, inv_1 3, a31o_2 1, nand4_1 6
and4_1 1, nor4b_1 1, or4_1 1, nand2_1 3
and4_4 2, nand3_1 6, dfrtp_1 23, and2_1 1
xor2_1 5, a21oi_1 4, o31ai_1 1, nand4b_1 1
ha_1 1, dfstp_2 1, xnor2_1 6, nor4_2 1
mux2_2 5, nor4_1 2, nor3_1 2, or3_1 3
nand3_4 1, o21ai_0 3, nor2_1 15, nor2b_1 2
==> final cells by class <==
| cell class | instances | area [um2] |
|---|---|---|
| fillers | 610 | 4330 |
| flip-flops and latches | 24 | 602 |
| multi-input cells | 74 | 498 |
| well taps | 72 | 90.1 |
| repair buffers | 7 | 67.6 |
| clock buffers | 4 | 45.0 |
| inverters | 3 | 11.3 |
==> placed cells by master, fill, tap and decap left out, types with 3 or more instances in the layout <==
cell type        synthesis  routed
xnor2_1                  6       6
mux2_2                   5       5
nand3_1                  6       6
nand4_1                  6       6
inv_1                    3       3
nor2_1                  15      15
or3_1                    3       3
a21oi_1                  4       4
o21ai_0                  3       3
clkbuf_8                 0       3
xor2_1                   5       5
dfrtp_1                 23      23
nand2_1                  3       3
clkdlybuf4s50_1          0       6
==> worst max-delay path by stage <==
stage | from | to | slack, ps
finish | shiftled[0] | led[0] | 1300
global route | shiftled[0] | led[0] | 1260
CTS | shiftled[0] | led[0] | 1280
==> metrics by stage <==
step | hold slack, ps | utilization (%) | cells | instance area [um2]
6_report | 428 | 23.3 | 184 | 1310
5_1_grt | 462 | 23.3 | 184 | 1310
3_5_place_dp | 419 | 22.5 | 180 | 1270
3_3_place_gp | 418 | 22.5 | 180 | 1270
2_1_floorplan | 344 | - | 103 | 1120
4_1_cts | 430 | 23.3 | 184 | 1310
==> layer usage <==
metal	track usage (%)	vias to the layer above	share of wire, %
met5	0	-	0
met2	6.54	13	44
met3	1.58	2	6.7
met4	0.451	0	1.4
met1	5.16	367	48
li1	-	384	-
==> kinds of logic after synthesis <==
logic type / count (synthesis) / share of synthesized area (%)
simple gates: 48 / 25.2
flops: 24 / 53.8
xor+xnor: 11 / 8.61
compound gates: 9 / 4.59
buf+inv: 5 / 1.68
mux: 5 / 5.03
fa+ha+maj: 1 / 1.12
==> state kept, by name, indices dropped and copies added, names as in the netlist <==
name,count
cnt_flag,1
cnt,18
po_key_flag,1
shiftled,4
Power figures rest on the tool's default switching activity, not on a simulated workload.
