`/design/flow/run.sh`:
```
#!/bin/bash
# OpenROAD 26Q1-2900-gdf79404cd8, Yosys 0.63+post, stock flow scripts
make -C /OpenROAD-flow-scripts/flow DESIGN_CONFIG=/design/flow/config.mk WORK_HOME=/design/flow/orfs finish
```
`/design/flow/config.mk`:
```
export PLATFORM = sky130hd
export DESIGN_NAME = brea_led
export DESIGN_NICKNAME = brea_led
export VERILOG_FILES = /design/flow/design.v
export SDC_FILE = /design/flow/constraint.sdc
export NUM_CORES = 4
export LEC_CHECK = 1
export CORE_AREA = 10 10 105 105
export DIE_AREA = 0 0 115 115
```
`/design/flow/constraint.sdc`:
```
current_design brea_led

set clk_period 4.5
set clk_io_pct 0.2

create_clock -name clk0 -period $clk_period [get_ports {clk}]

set non_clock_inputs [all_inputs -no_clocks]
set_input_delay [expr $clk_period * $clk_io_pct] -clock clk0 $non_clock_inputs
set_output_delay [expr $clk_period * $clk_io_pct] -clock clk0 [all_outputs]
```
`/design/flow/design.v`:
```
module brea_led(
	input wire clk,
	input wire rst_n,
	output wire led
	);
	wire rst;
	assign rst = ~rst_n;
	reg [6:0] clk50Mcnt;
	reg [9:0] clk50Mcnt_1000;
	reg [9:0] pwn_cyc_cnt;
	reg pwm_flag;
	always@(posedge clk)begin
	if (rst==1) 
	clk50Mcnt<='d0;
	else if (clk50Mcnt=='d99)
	clk50Mcnt<='d0;
	else 
	clk50Mcnt<=clk50Mcnt+1'b1;	
	end
	always @(posedge clk) begin
	if (rst==1) 
	clk50Mcnt_1000<='d0;
	else if (clk50Mcnt=='d99 && clk50Mcnt_1000=='d999)
		clk50Mcnt_1000<=0;
	else if (clk50Mcnt=='d99)
	clk50Mcnt_1000<=clk50Mcnt_1000+1'b1;
	end
	always @(posedge clk) begin
	if (rst==1) 
	pwn_cyc_cnt<='d0;
	else if (clk50Mcnt=='d99 && clk50Mcnt_1000=='d999 && pwn_cyc_cnt=='d999)
	pwn_cyc_cnt<=0;
	else if (clk50Mcnt=='d99 && clk50Mcnt_1000=='d999)
		pwn_cyc_cnt<=pwn_cyc_cnt+1'b1;
	end
	always @(posedge clk) begin
	if (rst==1)
	pwm_flag<=1'b0;
	else if (clk50Mcnt=='d99 && clk50Mcnt_1000=='d999 && pwn_cyc_cnt=='d999) begin
		pwm_flag<= ~pwm_flag;
	end
	end
	assign led=(pwm_flag==1'b0)?((clk50Mcnt_1000<pwn_cyc_cnt)?1'b0:1'b1):((clk50Mcnt_1000<pwn_cyc_cnt)?1'b1:1'b0);
endmodule
```
==> impl_metrics.toml <==
# synthesis and place-and-route metrics
[floorplan]
io_pins = 3
die_h_um = 115
core-area_mm2 = 0.00876
die_w_um = 115
rows = 34
fp_util_pct = 17.5
die-area_mm2 = 0.0132

[cts]
htree_levels = 1
postCtsSetupBuffers = 0
clk_pin_slew_ps = 100
postCtsHoldBufs = 0
clk_path_buf_depth = 2
cts_made_buffers = 3
cts_tree = "built"
cts_resized = 0
clock-sinks = 28
worstSkewPairLatency_ps = 280
clockRootBuffer = "clkbuf_8"

[worst_setup_path]
path_max_fanout = 6
cp.arrival_ps = 2330
r2r-end = "pwn_cyc_cnt[8]"
cp-endpoint = "led"
worst_setup_path_end_kind = "output pin"
reg2reg_slack_ps = 2470
crit-reg2reg-launch = "clk50Mcnt[0]"
cp-startpoint = "pwn_cyc_cnt[3]"
crit_path_start_kind = "register"
r2r_cells = 6
worstPathRequired_ps = 3600
critPathKind = "reg -> out"

[global_route]
grt_pass1_wl_um = 5360
met2_usage_pct = 7.24
grt_pass1_vias = 1146
grt_overflow = 0
grt_start_max_net_pins = 17
met3_usage_pct = 1.48
antenna_found_initial = 0
top_usage_layer = "met2"
grt_usage_pct = 4.75
grtUsageMet1_pct = 6.66

[synthesis]
ys_top_cells_by_area = "dfxtp_1, ha_1, xnor2_1, nor2_1, xor2_1"
top_area_cell = "dfxtp_1"
common_cells = "dfxtp_1, nor2_1, nand2_1"
postSynthAreaPerCell_um2 = 8.98
ys_cells = 171
ys_warn_count = 1
synth_cell_type_count = 37
async_reset_ff_share_pct = 0
mux_area_share_pct = 0
simple_gate_share_pct = 30.7
logic_family = "simple AND/OR/NAND/NOR gates"
synthAoiAreaFrac_pct = 8.64
synth_adder_area_share_pct = 9.78
synth-xor-area-share_pct = 11.4
synth.most_common_cell = "dfxtp_1"
edf_count = 0
synth_chip_area_mm2 = 0.00154
syn_inst = 171
ff_type = "dfxtp_1"
synth_top_area_share_pct = 36.5
ys_ff = 28
syn_area_mm2 = 0.00154
ys_seq_share_pct = 36.5

[power]
power_frac_comb_pct = 2.3
vdd_drop_max_v = 0.000120
finalPower_mw = 0.459
leakage_nw = 0.610
p_sw_mw = 0.0856
power_density_mw_per_mm2 = 260
p_seq_share_pct = 54.9
pwr-share-clk_pct = 42.8
swShare_pct = 18.7
p_int_mw = 0.373

[final_timing]
rsz0062_at_grt = "false"
finalHoldViolCount = 0
hold-worst-slack_ps = 446
fin_skew_ps = 13.6
fin_crit_sh_pct = 71.7
setup_viol = 0
drv_slew = 0
setup_tns_ps = 0
period_minus_slack_ps = 3230
fin_ws_ps = 1270
tightest_slew_ps = 485
timing.fmax_mhz = 310
slew_headroom_pct = 67.4

[finish]
fillers = 961
utilization_pct = 20.1
stdcell_count = 285
drive_gt1_share_pct = 9.60
final_area_mm2 = 0.00176
area_delta_synth_final_pct = 14.8

[detailed_routing]
dr.pass1.iters = 4
n_antenna_cell = 0
first_iter_violations = 91
vias = 1172
wl_per_cell_um = 10.1
postRouteWirelength_um = 2870
drc = 0
via_per_inst = 4.11
ant_nets = 0

[run_status]
outcome = "completed"

[job]
maxCapViolations = 0
openroad.warnings = 25

[placement]
placed_area_mm2 = 0.00169
portBuffers = 2
dpl.hpwl_um = 2160
pre_cts_ws_ps = 1610
placed_cells = 281
place_congestion = 0.786

[hold_path]
hold_class = "reg -> reg"
[worst min-delay path by stage]
stage / start / endpoint / slack (ps) / depth (start not counted)
6_report: clk50Mcnt[0] / clk50Mcnt[0] / 450 / 1
5_1_grt: clk50Mcnt[0] / clk50Mcnt[0] / 500 / 1
4_1_cts: clk50Mcnt[0] / clk50Mcnt[0] / 460 / 1
[cells in the final DEF, fill, tap and decap left out, types with 4 or more instances in the layout]
cell type / n
inv_1: 12
nand2_1: 13
ha_1: 12
o21ai_0: 5
nor2_1: 23
xnor2_1: 11
nand4_1: 6
xor2_1: 9
nor3_1: 4
nand3_1: 9
a21oi_1: 7
dfxtp_1: 28
[per-layer routing]
metal | vias to the layer above | wire length [um]
met5 | - | 0
met4 | 0 | 28
met3 | 4 | 135
met2 | 13 | 1270
met1 | 534 | 1440
li1 | 621 | -
[flip-flops by register name, summed over array words and instances, names as in the netlist]
register / flops
pwm_flag: 1
clk50Mcnt_1000: 10
pwn_cyc_cnt: 10
clk50Mcnt: 7
[power by group through the flow]
stage / registers (mW) / logic [mW] / clock network, mW
global route: 0.252 / 0.0121 / 0.213
finish: 0.252 / 0.0107 / 0.196
CTS: 0.252 / 0.0109 / 0.204
[final cells by class]
type                       instances  area (um2)  area share (%)
timing repair buffer               2        20.0            1.14
clock inverter                     1        30.0            1.70
multi-input combinational        131         930            52.8
inverter                          12        45.0            2.56
tap                              108         135            7.67
sequential                        28         561            31.8
clock buffer                       3        41.3            2.34
[critical path: stages, from the launching register on]
cell and delay [ps]:
dfxtp_1 440, inv_1 70, ha_1 300, a21o_1 170, a21oi_1 150, o32ai_1 90
nor3_1 210, xnor2_1 150, clkdlybuf4s50_1 480
[kinds of logic after synthesis]
group | count (synthesis)
flops | 28
xor+xnor | 20
simple gates | 78
compound gates | 21
fa+ha+maj | 12
buf+inv | 12
Power is estimated from default activity; no workload was simulated.
