## ./design.v

```verilog
module falsh_led(
	input wire sclk,  
	input wire rst_n,   
	output reg led=1'b0
	);
	parameter END_CNT=49999999;
	wire rst;
	reg [25:0] div_cnt=1'd0;
	reg one_s_flag=1'b0;
	assign rst = ~rst_n;
	always @(posedge sclk ) begin
		if (rst==1'b1)  
		div_cnt<='d0;
		else if (div_cnt==END_CNT)
		div_cnt<='d0;
		else 
			div_cnt<=div_cnt+1;
	end
	always @(posedge sclk) begin
	if (rst==1)
	one_s_flag<=1'b0;
	else if (div_cnt==(END_CNT-1))
	one_s_flag<=1'b1;
	else if (div_cnt==END_CNT)
	one_s_flag<=1'b0;
	end
	always @(posedge sclk) begin
		if (rst==1'b1) 
		led<=1'b0;
		else if (one_s_flag==1'b1) 
			led<=~led;
	end
endmodule
```

## ./run.sh

```bash
#!/bin/bash
# OpenROAD 26Q1-2900-gdf79404cd8, Yosys 0.63+post, stock flow scripts
make -C /OpenROAD-flow-scripts/flow DESIGN_CONFIG=/design/flow/config.mk WORK_HOME=/design/flow/orfs finish
```

## ./config.mk

```make
export PLATFORM = sky130hd
export DESIGN_NAME = falsh_led
export DESIGN_NICKNAME = falsh_led
export VERILOG_FILES = /design/flow/design.v
export SDC_FILE = /design/flow/constraint.sdc
export NUM_CORES = 4
export LEC_CHECK = 1
export CORE_AREA = 10 10 91 91
export DIE_AREA = 0 0 101 101
```

## ./constraint.sdc

```tcl
current_design falsh_led

set clk_period 5.3
set clk_io_pct 0.2

create_clock -name clk0 -period $clk_period [get_ports {sclk}]

set non_clock_inputs [all_inputs -no_clocks]
set_input_delay [expr $clk_period * $clk_io_pct] -clock clk0 $non_clock_inputs
set_output_delay [expr $clk_period * $clk_io_pct] -clock clk0 [all_outputs]
```

==> flow_summary.rst <==
Physical design figures
=======================

.. list-table::
   :header-rows: 1

   * - Metric
     - Value
   * - Cell type with the highest aggregate area in the netlist
     - sky130_fd_sc_hd__dfxtp_1
   * - Worst clock skew on the final layout
     - 5.64 ps
   * - Cts hold-fix bufs
     - 0
   * - FP Util
     - 0.207
   * - Global-route wire length before repair
     - 4500 µm
   * - CTS sink count
     - 28
   * - Beginning of the worst hold path
     - div_cnt[25]
   * - Antenna-violating nets left
     - 0
   * - Latency at later pin
     - 270 ps
   * - TNS Setup
     - 0 ps
   * - Family with the most delay on the worst path
     - buffers and inverters
   * - Worst path max stage delay
     - 470 ps
   * - Count of maximum capacitance violations
     - 0
   * - Required time reported for the critical path endpoint
     - 4240 ps
   * - Largest net degree at the start of global routing
     - 20
   * - Period Utilization, post-route
     - 0.407
   * - Reg-to-Reg End
     - div_cnt[18]
   * - Initial antenna violation count
     - 0
   * - Crit. Startpoint
     - led
   * - CP Max Fanout
     - 2
   * - Biggest area cells
     - sky130_fd_sc_hd__dfxtp_1, sky130_fd_sc_hd__xor2_1, sky130_fd_sc_hd__nand4_1, sky130_fd_sc_hd__a21oi_1, sky130_fd_sc_hd__nor2_1
   * - Share of flip-flops with an asynchronous set or reset after synthesis
     - 0
   * - Top-area cell share
     - 0.425
   * - IR drop worst, VDD
     - 109 µV
   * - Depth of the worst register-to-register path
     - 5
   * - Antenna diode instance count
     - 0
   * - CTS tree
     - built
   * - Yosys-reported design area after synthesis
     - 1320 µm²
   * - Total cells reported by yosys after synthesis
     - 150
   * - Critical path startpoint category
     - register
   * - Critical path endpoint category
     - output pin
   * - Total of endpoints with negative setup slack in the final report
     - 0
   * - IO Pins
     - 3
   * - Mean Syn Cell Area
     - 8.78 µm²
   * - Result of the run
     - complete, no violations
   * - Number of standard-cell rows in the floorplan
     - 29
   * - Flops out of synthesis
     - 28
   * - Synthesis-to-layout area growth
     - 9.88%
   * - Buffer type at the clock tree root
     - sky130_fd_sc_hd__clkbuf_8
   * - Routed WL per cell
     - 11.3 µm
   * - Number of warnings in the stage logs
     - 26
   * - Top_reg_cell synth
     - sky130_fd_sc_hd__dfxtp_1
   * - Fmax achieved
     - 463 MHz
   * - Vertical die dimension
     - 101 µm
   * - Vias in the first global route
     - 949
   * - Cell Area, Synth
     - 1320 µm²
   * - Count of cell types in the netlist
     - 32
   * - Number of DRC violations after detailed-routing iteration 0
     - 79
   * - Number of remaining DRC errors
     - 0
   * - Yosys warning total
     - 1
   * - Slowest cell on crit path
     - sky130_fd_sc_hd__clkdlybuf4s50_1
   * - Global router's overall resource usage
     - 0.0510
   * - Dpl hpwl
     - 1790 µm
   * - Area of the core
     - 6350 µm²
   * - Min cycle time layout
     - 2160 ps
   * - Relative max-transition margin
     - 0.677
   * - TritonRoute pass-1 iters
     - 4
   * - Data arrival time of the worst path
     - 1100 ps
   * - Reg clk slew, reported paths
     - 90 ps
   * - P_leak
     - 0.442 nW
   * - Post-synth EDFFs
     - 0
   * - Buffers plus inverters on the worst setup path
     - 1
   * - Synthesized netlist cell count
     - 150
   * - Via count of the routed design
     - 1,076
   * - Chain of cells forming the critical path
     - clkdlybuf4s50_1
   * - Final tally of hold violations
     - 0
   * - Sequential area share after synthesis
     - 0.425
   * - Grt ovf
     - 0
   * - FF-to-FF setup slack
     - 3340 ps
   * - Max-slew violation count
     - 0
   * - Setup Buffers After CTS
     - 0
   * - Worst hold path type
     - register to register
   * - Setup Crit Path Kind
     - register to output pin
   * - Total of buffers placed on input and output ports
     - 2
   * - Number of buffers added by the clock tree synthesis step
     - 3
   * - Maximum buffer depth of the clock tree
     - 2
   * - Pwr dens
     - 232 nW/µm²
   * - Unrepaired setup endpoints after global routing
     - no
   * - Area of the die
     - 10,200 µm²
   * - Endpoint of the worst hold-timing path
     - div_cnt[25]
   * - DR vias/cell
     - 4.76
   * - Final Power
     - 0.336 mW
   * - Horizontal extent of the die
     - 101 µm
   * - CTS H-Tree Depth
     - 1
   * - Actual slew at the worst max-slew pin
     - 483 ps
   * - Share of final-layout standard cells stronger than drive strength 1
     - 0.0671
   * - Global placer's final weighted congestion
     - 0.801
   * - Instance count along the most critical hold path
     - 2
   * - Quantity of gates resized following cts
     - 0
   * - Worst R2R Start
     - div_cnt[0]
   * - Total length of routed wires
     - 2560 µm
==> state kept, by name, summed over array words and instances (netlist names) <==
name,flops
div_cnt,26
one_s_flag,1
led,1
==> cell usage after synthesis, drive strengths merged, types with 3 or more instances <==
cell and number:
a21oi 12, and3 3, and4 6, clkbuf 5
dfxtp 28, nand2 9, nand3 9, nand4 11
nor2 14, o21ai 9, o31ai 5, or3 8
or4 5, xnor2 4, xor2 8
==> worst reg2reg max path, stage by stage (launching register included) <==
cell and delay (ps):
sky130_fd_sc_hd__dfxtp_1 420, sky130_fd_sc_hd__ha_1 240, sky130_fd_sc_hd__nand3_1 380, sky130_fd_sc_hd__nor4_1 550, sky130_fd_sc_hd__nand4b_1 150, sky130_fd_sc_hd__a21oi_1 150
==> logic make-up (layout without fill, tap and decap cells) <==
logic type	Yosys count	in the layout	share of synthesized area
AND/OR/NAND/NOR	70	70	0.313
AND-OR/OR-AND	29	29	0.130
flip-flops	28	28	0.425
XOR/XNOR	12	12	0.0798
buffers and inverters	9	8	0.0323
adder cells (fa/ha/maj)	2	2	0.0190
==> layer usage <==
layer | GRT usage | routed length (µm) | vias to the layer above
met5 | 0 | 0 | -
met4 | 0.0107 | 61 | 0
met3 | 0.00693 | 106 | 8
met2 | 0.0771 | 1090 | 19
met1 | 0.0755 | 1300 | 491
li1 | - | - | 558
==> worst max path at each step <==
stage	end	slack [ps]	depth (start not counted)
4_1_cts	led	3130	1
5_1_grt	led	3090	1
6_report	led	3140	1
==> where the power goes <==
| part | switching (mW) | internal (mW) |
|---|---|---|
| clock | 0.0611 | 0.0510 |
| sequential | 0.00272 | 0.212 |
| combinational | 0.00561 | 0.00326 |
==> through the flow <==
| step | setup WS, ps | hold WS, ps | area [µm²] | instances | utilization |
|---|---|---|---|---|---|
| 2_1_floorplan | 3580 | 448 | 1320 | 150 | - |
| 3_3_place_gp | 3180 | 471 | 1410 | 223 | 0.221 |
| 3_5_place_dp | 3140 | 475 | 1410 | 223 | 0.221 |
| 4_1_cts | 3130 | 494 | 1450 | 226 | 0.228 |
| 5_1_grt | 3090 | 529 | 1450 | 226 | 0.228 |
| 6_report | 3140 | 489 | 1450 | 226 | 0.228 |
==> cells in the final DEF, fill, tap and decap left out <==
cell                              netlist  routed
sky130_fd_sc_hd__ha_1                   2       2
sky130_fd_sc_hd__a31oi_1                1       1
sky130_fd_sc_hd__o21ai_0                9       9
sky130_fd_sc_hd__dfxtp_1               28      28
sky130_fd_sc_hd__inv_1                  2       2
sky130_fd_sc_hd__a21oi_1               12      12
sky130_fd_sc_hd__and4_2                 1       1
sky130_fd_sc_hd__clkbuf_8               0       3
sky130_fd_sc_hd__nor4b_1                2       2
sky130_fd_sc_hd__nor2_1                14      14
sky130_fd_sc_hd__buf_4                  0       1
sky130_fd_sc_hd__o311ai_0               1       1
sky130_fd_sc_hd__or3_2                  1       1
sky130_fd_sc_hd__nor4_1                 1       1
sky130_fd_sc_hd__xor2_1                 8       8
sky130_fd_sc_hd__o31ai_2                1       1
sky130_fd_sc_hd__nor3b_1                1       1
sky130_fd_sc_hd__clkdlybuf4s50_1        0       2
sky130_fd_sc_hd__nand4_1               10      10
sky130_fd_sc_hd__xnor2_1                4       4
sky130_fd_sc_hd__nand2_1                9       9
sky130_fd_sc_hd__or3_1                  7       7
sky130_fd_sc_hd__nand4_2                1       1
sky130_fd_sc_hd__a311oi_1               1       1
sky130_fd_sc_hd__or4_1                  4       4
sky130_fd_sc_hd__nand4b_1               1       1
sky130_fd_sc_hd__nand3_1                9       9
sky130_fd_sc_hd__o31ai_1                4       4
sky130_fd_sc_hd__and3_1                 2       2
sky130_fd_sc_hd__and3_2                 1       1
sky130_fd_sc_hd__and4_1                 5       5
sky130_fd_sc_hd__or4_4                  1       1
==> area by class of cell <==
type                    instances  area [µm²]
fillers                       683        4900
inverters                       2        7.51
multi-input cells             113         714
well taps                      77        96.3
repair buffers                  3        27.5
clock buffers                   3        41.3
flip-flops and latches         28         561
Power is estimated from default activity; no workload was simulated.
